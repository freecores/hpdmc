--- flow/config.mk ---
export PLATFORM = sky130hd
export DESIGN_NAME = hpdmc_datactl
export DESIGN_NICKNAME = hpdmc_datactl
export VERILOG_FILES = /design/flow/design.v
export SDC_FILE = /design/flow/constraint.sdc
export NUM_CORES = 4
export LEC_CHECK = 1
export CORE_AREA = 10 10 101 101
export DIE_AREA = 0 0 111 111
--- flow/constraint.sdc ---
current_design hpdmc_datactl

set clk_period 1.3
set clk_io_pct 0.2

create_clock -name clk0 -period $clk_period [get_ports {sys_clk}]

set non_clock_inputs [all_inputs -no_clocks]
set_input_delay [expr $clk_period * $clk_io_pct] -clock clk0 $non_clock_inputs
set_output_delay [expr $clk_period * $clk_io_pct] -clock clk0 [all_outputs]
--- flow/design.v ---
module hpdmc_banktimer(
	input sys_clk,
	input sdram_rst,
	input tim_cas,
	input [1:0] tim_wr,
	input read,
	input write,
	output reg precharge_safe
);
reg [2:0] counter;
always @(posedge sys_clk) begin
	if(sdram_rst) begin
		counter <= 3'd0;
		precharge_safe <= 1'b1;
	end else begin
		if(read) begin
			counter <= 3'd4;
			precharge_safe <= 1'b0;
		end else if(write) begin
			counter <= {1'b1, tim_wr};
			precharge_safe <= 1'b0;
		end else begin
			if(counter == 3'b1)
				precharge_safe <= 1'b1;
			if(~precharge_safe)
				counter <= counter - 3'b1;
		end
	end
end
endmodule
module hpdmc_datactl(
	input sys_clk,
	input sdram_rst,
	input read,
	input write,
	input [3:0] concerned_bank,
	output reg read_safe,
	output reg write_safe,
	output [3:0] precharge_safe,
	output reg ack,
	output reg direction,
	input tim_cas,
	input [1:0] tim_wr
);
reg [2:0] read_safe_counter;
always @(posedge sys_clk) begin
	if(sdram_rst) begin
		read_safe_counter <= 3'd0;
		read_safe <= 1'b1;
	end else begin
		if(read) begin
			read_safe_counter <= 3'd4;
			read_safe <= 1'b0;
		end else if(write) begin
			read_safe_counter <= {2'b01, ~tim_cas};
			read_safe <= 1'b0;
		end else begin
			if(read_safe_counter == 3'd1)
				read_safe <= 1'b1;
			if(~read_safe)
				read_safe_counter <= read_safe_counter - 3'd1;
		end
	end
end
reg [2:0] write_safe_counter;
always @(posedge sys_clk) begin
	if(sdram_rst) begin
		write_safe_counter <= 3'd0;
		write_safe <= 1'b1;
	end else begin
		if(read) begin
			write_safe_counter <= {2'b11, tim_cas};
			write_safe <= 1'b0;
		end else if(write) begin
			write_safe_counter <= 3'd4;
			write_safe <= 1'b0;
		end else begin
			if(write_safe_counter == 3'd1)
				write_safe <= 1'b1;
			if(~write_safe)
				write_safe_counter <= write_safe_counter - 3'd1;
		end
	end
end
reg ack_read3;
reg ack_read2;
reg ack_read1;
reg ack_read0;
always @(posedge sys_clk) begin
	if(sdram_rst) begin
		ack_read3 <= 1'b0;
		ack_read2 <= 1'b0;
		ack_read1 <= 1'b0;
		ack_read0 <= 1'b0;
	end else begin
		if(tim_cas) begin
			ack_read3 <= read;
			ack_read2 <= ack_read3;
			ack_read1 <= ack_read2;
			ack_read0 <= ack_read1;
		end else begin
			ack_read2 <= read;
			ack_read1 <= ack_read2;
			ack_read0 <= ack_read1;
		end
	end
end
reg ack0;
always @(posedge sys_clk) begin
	if(sdram_rst) begin
		ack0 <= 1'b0;
		ack <= 1'b0;
	end else begin
		ack0 <= ack_read0|write;
		ack <= ack0;
	end
end
reg write_d;
reg [2:0] counter_writedirection;
always @(posedge sys_clk) begin
	if(sdram_rst) begin
		counter_writedirection <= 3'd0;
		direction <= 1'b0;
	end else begin
		if(write_d) begin
			counter_writedirection <= 3'b101;
			direction <= 1'b1;
		end else begin
			if(counter_writedirection == 3'b001)
				direction <= 1'b0;
			if(direction)
				counter_writedirection <= counter_writedirection - 3'd1;
		end
	end
end
always @(posedge sys_clk) begin
	if(sdram_rst)
		write_d <= 1'b0;
	else
		write_d <= write;
end
hpdmc_banktimer banktimer0(
	.sys_clk(sys_clk),
	.sdram_rst(sdram_rst),
	.tim_cas(tim_cas),
	.tim_wr(tim_wr),
	.read(read & concerned_bank[0]),
	.write(write & concerned_bank[0]),
	.precharge_safe(precharge_safe[0])
);
hpdmc_banktimer banktimer1(
	.sys_clk(sys_clk),
	.sdram_rst(sdram_rst),
	.tim_cas(tim_cas),
	.tim_wr(tim_wr),
	.read(read & concerned_bank[1]),
	.write(write & concerned_bank[1]),
	.precharge_safe(precharge_safe[1])
);
hpdmc_banktimer banktimer2(
	.sys_clk(sys_clk),
	.sdram_rst(sdram_rst),
	.tim_cas(tim_cas),
	.tim_wr(tim_wr),
	.read(read & concerned_bank[2]),
	.write(write & concerned_bank[2]),
	.precharge_safe(precharge_safe[2])
);
hpdmc_banktimer banktimer3(
	.sys_clk(sys_clk),
	.sdram_rst(sdram_rst),
	.tim_cas(tim_cas),
	.tim_wr(tim_wr),
	.read(read & concerned_bank[3]),
	.write(write & concerned_bank[3]),
	.precharge_safe(precharge_safe[3])
);
endmodule
--- flow/run.sh ---
#!/bin/bash
# OpenROAD 26Q1-2900-gdf79404cd8, Yosys 0.63+post, stock flow scripts
make -C /OpenROAD-flow-scripts/flow DESIGN_CONFIG=/design/flow/config.mk WORK_HOME=/design/flow/orfs finish
==> flow_metrics.env <==
# flow metrics
export IMPL_crit_type="flop to flop"
export IMPL_layout_top_cell="dfxtp_1"
export IMPL_htree_levels=2
export IMPL_grt_overflow=0
export IMPL_cp_slowest_cell="dfxtp_1"
export IMPL_via_per_inst=3.81
export IMPL_worstSkewPairLatency_ps=280
export IMPL_critPathCaptureType="flop"
export IMPL_grt_pass1_vias=1188
export IMPL_dr_pass1_iters=4
export IMPL_root_buffer="clkbuf_8"
export IMPL_ys_cells=188
export IMPL_setup_viol=0
export IMPL_ys_ff=35
export IMPL_p_sw_mw=0.638
export IMPL_slew_headroom_pct=79.0
export IMPL_dp_hpwl_um=2450
export IMPL_swShare_pct=24.5
export IMPL_power_frac_clock_pct=37.2
export IMPL_rsz0062_at_grt="false"
export IMPL_p_leak_nw=0.896
export IMPL_fin_ws_ps=79.4
export IMPL_final_max_slew_violation_count=0
export IMPL_core_um2=8130
export IMPL_max_freq_mhz=819
export IMPL_irDropWorstVdd_uv=507
export IMPL_hold_viol=0
export IMPL_finalHoldWorstSlack_ps=422
export IMPL_synth_warnings=2
export IMPL_lay_top_cells="dfxtp_1 (28), inv_1 (20), a21oi_1 (18)"
export IMPL_min_path_type="flop to flop"
export IMPL_gp_congestion=0.792
export IMPL_clock_sinks=35
export IMPL_antenna_found_initial=0
export IMPL_seq_power_share_pct=46.6
export IMPL_grt_start_max_net_pins=13
export IMPL_pre_cts_ws_ps=-228
export IMPL_worst_slew_pin_transition_ps=307
export IMPL_yosys_area_top_type="dfxtp_1"
export IMPL_initCoreUtil_pct=21.3
export IMPL_port_buffer_count=18
export IMPL_netlist_area_leader_share_pct=40.4
export IMPL_cts_max_path_buffers=2
export IMPL_yosysUniqueCellTypes=32
export IMPL_diodes=0
export IMPL_p_int_mw=1.96
export IMPL_drive_gt1_share_pct=18.6
export IMPL_cts_buffers=5
export IMPL_cts_tree="built"
export IMPL_min_delay_start="write_d$_SDFF_PP0_"
export IMPL_postSynthCellCount=188
export IMPL_worstPathRequired_ps=1530
export IMPL_reg2reg_from="write_safe_counter[0]$_SDFFE_PP0P_"
export IMPL_critPathMaxStageDelay_ps=380
export IMPL_grt_usage_pct=5.20
export IMPL_period_used_pct=93.9
export IMPL_rows=33
export IMPL_cts_setup_buffers=0
export IMPL_antenna_left=0
export IMPL_synth_area_per_cell_um2=9.22
export IMPL_topCellsByArea="dfxtp_1 (40%), ha_1 (10%), nor2b_1 (5.8%), a21oi_1 (5.2%), inv_1 (4.3%)"
export IMPL_die_area_um2=12300
export IMPL_ctsHoldBuffers=0
export IMPL_avgRoutedWirePerCell_um=9.89
export IMPL_drcViolationCount=0
export IMPL_cp_num_buf_inv=1
export IMPL_yosysSeqAreaShare_pct=40.4
export IMPL_routed_wl_um=3210
export IMPL_totalPowerFinal_mw=2.60
export IMPL_maxCapViolations=0
export IMPL_path_cells="inv_1 -> ha_1 -> nor2b_1 -> a211oi_1 -> o21ba_2"
export IMPL_crit_arrival_ps=1450
export IMPL_area_growth_syn_to_layout_pct=27.4
export IMPL_path_max_fanout=3
export IMPL_fin_crit_ps=1220
export IMPL_critPathLaunch="write_safe_counter[0]$_SDFFE_PP0P_"
export IMPL_cp_start_kind="flop"
export IMPL_fin_worst_skew_ps=7.94
export IMPL_num_vias=1239
export IMPL_clkTransAtPathRegs_ps=70
export IMPL_power_density_nw_per_um2=1180
export IMPL_grt_pass1_wl_um=5600
export IMPL_postLayoutCoreUtil_pct=27.2
export IMPL_first_iter_violations=38
export IMPL_outcome="finished clean"
export IMPL_synth_area_um2=1730
export IMPL_cpLargestDelayFamily="flip-flops"
export IMPL_p_comb_share_pct=16.2
export IMPL_io_pins=19
export IMPL_warnings=32
export IMPL_ys_chip_area_um2=1730
export IMPL_die_w_um=111
export IMPL_die_height_um=111
export IMPL_fillCellCount=829
==> routing by layer <==
layer | up-vias | part of all wire, % | track usage, %
li1 | 666 | - | -
met1 | 554 | 50 | 7.41
met2 | 17 | 43 | 7.55
met3 | 2 | 6.6 | 1.86
met4 | 0 | 0.84 | 0.694
met5 | - | 0 | 0
==> kinds of logic (layout without fill, tap and decap cells) <==
group / count (synthesis) / count (layout) / synth area share [%]
xor gates and xnor gates: 13 / 13 / 6.57
adders and majority gates: 14 / 14 / 10.1
buffers and inverters: 30 / 62 / 8.51
DFF: 35 / 35 / 40.4
AOI/OAI and AO/OA: 38 / 38 / 13.3
and+or+nand+nor: 55 / 55 / 19.0
muxes: 3 / 3 / 2.02
==> cell type report <==
class / count / area (um^2) / share of cell area (%)
Tap cell: 105 / 131 / 5.95
Timing Repair Buffer: 34 / 293 / 13.3
Clock inverter: 3 / 43.8 / 1.98
Multi-Input combinational cell: 123 / 886 / 40.1
Clock buffer: 5 / 68.8 / 3.11
Sequential cell: 35 / 712 / 32.2
Inverter: 20 / 75.1 / 3.40
==> what timing repair did <==
action                                  CTS  global route
resized                                  16             1
endpoints found under the setup margin    8             3
endpoints found under the hold margin     0             0
gates cloned                              0             0
==> path summary, 6_finish.rpt <==
check                           cells past startpoint  slack (ps)                                     end
worst max-delay path                                5          80      write_safe_counter[1]$_SDFFE_PP0P_
worst min-delay path                                1         420  counter_writedirection[1]$_SDFFE_PP0P_
worst max register to register                      5          80      write_safe_counter[1]$_SDFFE_PP0P_
worst min register to register                      1         420  counter_writedirection[1]$_SDFFE_PP0P_
==> cell usage after synthesis <==
cell type / count
and3b_2: 1
a21oi_1: 18
o21a_1: 1
o21ba_2: 1
nand2_1: 11
nor2_1: 5
o21bai_1: 4
nor2_2: 1
mux2i_1: 2
o31ai_1: 4
xnor2_1: 7
nand3_1: 4
xor2_1: 6
nor3_2: 1
nor4b_2: 1
nor2b_1: 16
buf_6: 2
a2111oi_0: 1
nand2b_1: 12
buf_4: 4
mux2_4: 1
o21ai_0: 3
inv_1: 20
o21ai_1: 4
nor2_4: 1
buf_2: 4
and4bb_2: 1
a211oi_1: 1
a211oi_2: 1
dfxtp_1: 35
and2b_4: 1
ha_1: 14
==> state kept, by name, indices dropped and copies added, names as in the netlist, 3 cells and up <==
name,count
banktimer0.counter,3
banktimer1.counter,3
write_safe_counter,3
read_safe_counter,3
counter_writedirection,3
banktimer3.counter,3
banktimer2.counter,3
==> per-stage QoR <==
stage | setup TNS [ps] | instances | area [um^2]
after floorplan | 0 | 188 | 1730
after global placement | -3350 | 317 | 2090
after detailed placement | -3690 | 317 | 2090
after CTS | 0 | 325 | 2210
after global routing | 0 | 325 | 2210
final | 0 | 325 | 2210
==> power groups by stage <==
stage / combinational (mW) / clock (mW) / sequential (mW)
4_1_cts: 0.430 / 0.998 / 1.21
5_1_grt: 0.484 / 1.04 / 1.23
6_report: 0.421 / 0.968 / 1.21
Power and IR drop assume default switching activity.
