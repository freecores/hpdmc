`flow/design.v`:
```
module hpdmc_ctlif(
	input sys_clk,
	input sys_rst,
	input [31:0] wbc_adr_i,
	input [31:0] wbc_dat_i,
	output reg [31:0] wbc_dat_o,
	input [3:0] wbc_sel_i,
	input wbc_cyc_i,
	input wbc_stb_i,
	input wbc_we_i,
	output reg wbc_ack_o,
	output reg bypass,
	output reg sdram_rst,
	output reg sdram_cke,
	output reg sdram_cs_n,
	output reg sdram_we_n,
	output reg sdram_cas_n,
	output reg sdram_ras_n,
	output reg [12:0] sdram_adr,
	output reg [1:0] sdram_ba,
	output reg [2:0] tim_rp,
	output reg [2:0] tim_rcd,
	output reg tim_cas,
	output reg [10:0] tim_refi,
	output reg [3:0] tim_rfc,
	output reg [1:0] tim_wr,
	output reg idelay_rst,
	output reg idelay_ce,
	output reg idelay_inc
);
always @(posedge sys_clk) begin
	if(sys_rst) begin
		wbc_ack_o <= 1'b0;
		bypass <= 1'b1;
		sdram_rst <= 1'b1;
		sdram_cke <= 1'b0;
		sdram_adr <= 13'd0;
		sdram_ba <= 2'd0;
		tim_rp <= 3'd2;
		tim_rcd <= 3'd2;
		tim_cas <= 1'b0;
		tim_refi <= 11'd740;
		tim_rfc <= 4'd8;
		tim_wr <= 2'd2;
	end else begin
		if(~wbc_ack_o) begin
			if(wbc_cyc_i & wbc_stb_i) begin
				if(wbc_we_i) begin
					case(wbc_adr_i[3:2])
						2'b00: begin
							bypass <= wbc_dat_i[0];
							sdram_rst <= wbc_dat_i[1];
							sdram_cke <= wbc_dat_i[2];
						end
						2'b01: begin
							sdram_cs_n <= ~wbc_dat_i[0];
							sdram_we_n <= ~wbc_dat_i[1];
							sdram_cas_n <= ~wbc_dat_i[2];
							sdram_ras_n <= ~wbc_dat_i[3];
							sdram_adr <= wbc_dat_i[16:4];
							sdram_ba <= wbc_dat_i[18:17];
						end
						2'b10: begin
							tim_rp <= wbc_dat_i[2:0];
							tim_rcd <= wbc_dat_i[5:3];
							tim_cas <= wbc_dat_i[6];
							tim_refi <= wbc_dat_i[17:7];
							tim_rfc <= wbc_dat_i[21:18];
							tim_wr <= wbc_dat_i[23:22];
						end
						2'b11: begin
							idelay_rst <= wbc_dat_i[0];
							idelay_ce <= wbc_dat_i[1];
							idelay_inc <= wbc_dat_i[2];
						end
					endcase
				end
				wbc_ack_o <= 1'b1;
			end
		end else begin
			sdram_cs_n <= 1'b1;
			sdram_we_n <= 1'b1;
			sdram_cas_n <= 1'b1;
			sdram_ras_n <= 1'b1;
			idelay_rst <= 1'b0;
			idelay_ce <= 1'b0;
			idelay_inc <= 1'b0;
			wbc_ack_o <= 1'b0;
		end
	end
end
always @(posedge sys_clk) begin
	case(wbc_adr_i[3:2])
		2'b00: wbc_dat_o <= {sdram_cke, sdram_rst, bypass};
		2'b01: wbc_dat_o <= {sdram_ba, sdram_adr, 4'h0};
		2'b10: wbc_dat_o <= {tim_wr, tim_rfc, tim_refi, tim_cas, tim_rcd, tim_rp};
		2'b11: wbc_dat_o <= 32'd0;
	endcase
end
endmodule
```
`flow/run.sh`:
```
#!/bin/bash
# OpenROAD 26Q1-2900-gdf79404cd8, Yosys 0.63+post, stock flow scripts
make -C /OpenROAD-flow-scripts/flow DESIGN_CONFIG=/design/flow/config.mk WORK_HOME=/design/flow/orfs finish
```
`flow/config.mk`:
```
export PLATFORM = sky130hd
export DESIGN_NAME = hpdmc_ctlif
export DESIGN_NICKNAME = hpdmc_ctlif
export VERILOG_FILES = /design/flow/design.v
export SDC_FILE = /design/flow/constraint.sdc
export NUM_CORES = 4
export LEC_CHECK = 1
export CORE_UTILIZATION = 40
```
`flow/constraint.sdc`:
```
current_design hpdmc_ctlif

set clk_period 3.4
set clk_io_pct 0.2

create_clock -name clk0 -period $clk_period [get_ports {sys_clk}]

set non_clock_inputs [all_inputs -no_clocks]
set_input_delay [expr $clk_period * $clk_io_pct] -clock clk0 $non_clock_inputs
set_output_delay [expr $clk_period * $clk_io_pct] -clock clk0 [all_outputs]
```
==> metrics.yaml <==
pin_count: 155
synth.largest_area_cell: "sky130_fd_sc_hd__dfxtp_1"
yosys-mux-area-fraction_pct: 15.7
critPathMaxStageDelay_ns: 0.65
netlist.area_leader.share_pct: 46.7
cts_buffer_count: 9
clkSinkCount: 74
worst-r2r-setup-slack_ns: 1.74
clk_pin_slew_worst_paths_ns: 0.08
worstPathCellList: "clkdlybuf4s50_1 -> nor2b_2 -> buf_4 -> a21oi_1 -> nor2_1"
timing.setup.tns_ns: 0
cts-hold-fix-buffers: 0
syn-cell-area_um2: 2870
timing.final.crit_period_ns: 2.20
cts.htree.levels: 3
grt_pass1_vias: 1917
finalHoldViolCount: 0
final_layout_size_suffix_gt1_share_pct: 6.50
drt-pass1-iter-count: 4
synth.lib_cells_used.distinct: 25
cp.buffers_inverters: 2
critical_path_arrival_ns: 2.21
dominant_combinational_family: "simple AND/OR/NAND/NOR gates"
p_leak_nw: 1.58
postRouteWirelength_mm: 6.17
crit_fanout: 17
cts-root-to-sink-buffers: 2
post_drt_via_cell_ratio: 4.51
yosys.stat.seqShare_pct: 54.0
design_power_total_mw: 1.78
core.rowCount: 30
setup.worst_path.class: "input pin to flop"
regArea_um2: 1550
io_buffers: 104
syn-mean-instance-area_um2: 10.9
and_or_nand_nor_cells_area_fraction_pct: 19.5
netSwitchingFraction_pct: 20.9
setup.worst_path.end: "sdram_ras_n"
grt_start_max_net_pins: 46
critPathCaptureType: "flop"
number_of_maximum_capacitance_violations: 0
fraction_of_synthesized_cell_area_in_xor_and_xnor_cells_pct: 0
globalplace.congestion: 0.779
worst_path_dominant_cell_family: "buffers and inverters"
synthCells: 264
netlist_top_cells_area: "sky130_fd_sc_hd__dfxtp_1 47%, sky130_fd_sc_hd__mux2i_1 16%, sky130_fd_sc_hd__nand2b_1 12%"
synth_stat.cells: 264
power.clock.fraction_pct: 41.7
crit_path_start_kind: "input pin"
groute.usage.overall_pct: 17.1
post-cts-setup-buffer-count: 0
skew_pair_late_insertion_delay_ns: 0.34
outcome: "finished, final reports clean"
grt_remaining_overflow: 0
avgRoutedWirePerCell_um: 13.3
rsz0062_at_grt: "false"
mi_logic_area_um2: 1190
postSynthRegisterBits: 74
timing.final.setup_violations: 0
power_switching_mw: 0.374
seq_power_share_pct: 50.7
tritoncts_clock_tree: "built"
ys_sh_aoi_pct: 4.97
power-per-cell-area_nw_per_um2: 430
ys_area_um2: 2870
synth_top_flop_cell: "sky130_fd_sc_hd__dfxtp_1"
clock-skew-final_ns: 0.00717
residual_antenna_violating_net_count_after_detailed_routing: 0
timing.rr.start: "wbc_ack_o"
peakVddDrop_mv: 0.237
die_area_um2: 7520
routed-via-count: 2098
grt_first_pass_wirelength_mm: 9.61
post_dp_cell_area_um2: 3940
drv_slew: 0
finalClockPeriodUsage_pct: 64.8
tool_warnings: 68
area_added_between_synthesis_and_finish_pct: 44.6
power_report.internal_total_mw: 1.41
fp.dieW_um: 86.7
final_area_um2: 4150
min_path_type: "flop to flop"
fill_cell_total_of_the_finished_layout: 591
synthTopCellsByCount: "67 x sky130_fd_sc_hd__dfxtp_1, 54 x sky130_fd_sc_hd__nand2b_1, 45 x sky130_fd_sc_hd__mux2i_1"
post-route-drc-count: 0
enable_flop_cells: 7
async_reset_ff_share_pct: 0
antenna_found_initial: 0
r2r.worst_path.cells: 4
whs_ns: 0.491
pre_place_util_pct: 41.8
detailedPlacementHpwl_mm: 4.12
worst_r2r_endpoint: "sdram_ba[0]"
power.combinational.fraction_pct: 7.7
synthesis.yosys.warnings: 1
clock_tree.root_cell: "sky130_fd_sc_hd__clkbuf_8"
design.core.area_um2: 6870
drtIter0Drc: 43
netlist.top_cell.by_instances: "sky130_fd_sc_hd__dfxtp_1"
startpoint: "wbc_adr_i[2]"
chipHeight_um: 86.7
achievable-frequency_mhz: 454
cts_resized: 0
timing.critical_path.depth: 5
slowest_stage: "sky130_fd_sc_hd__clkdlybuf4s50_1"
timing.critical_path.required_ns: 3.40
synth-adder-area-share_pct: 0
diodes: 0
==> cells in the final DEF (no fill, tap or decap), types with 2 or more instances in the layout <==
| cell type | instances |
|---|---|
| sky130_fd_sc_hd__a22o_1 | 15 |
| sky130_fd_sc_hd__and2_1 | 7 |
| sky130_fd_sc_hd__buf_4 | 4 |
| sky130_fd_sc_hd__bufinv_16 | 2 |
| sky130_fd_sc_hd__clkbuf_8 | 10 |
| sky130_fd_sc_hd__clkdlybuf4s50_1 | 103 |
| sky130_fd_sc_hd__clkinv_2 | 2 |
| sky130_fd_sc_hd__conb_1 | 8 |
| sky130_fd_sc_hd__dfxtp_1 | 67 |
| sky130_fd_sc_hd__edfxtp_1 | 7 |
| sky130_fd_sc_hd__inv_1 | 3 |
| sky130_fd_sc_hd__mux2i_1 | 45 |
| sky130_fd_sc_hd__nand2_1 | 3 |
| sky130_fd_sc_hd__nand2b_1 | 54 |
| sky130_fd_sc_hd__nor2_1 | 26 |
| sky130_fd_sc_hd__nor2b_2 | 2 |
==> kinds of logic (layout without fill, tap and decap cells) <==
kind of cell           after synthesis  in the layout
AND-OR/OR-AND                       17             17
buffers and inverters               28            126
flip-flops                          74             74
multiplexers                        45             45
other                                1              8
AND/OR/NAND/NOR                     99             99
==> metrics by stage <==
| stage | utilization [%] | instances | worst slack (ns) |
|---|---|---|---|
| after floorplan | - | 271 | 1.51 |
| after global placement | 57.3 | 450 | 0.810 |
| after detailed placement | 57.3 | 450 | 0.821 |
| after CTS | 60.5 | 465 | 1.17 |
| after global routing | 60.5 | 465 | 1.07 |
| final | 60.5 | 465 | 1.20 |
==> power by group through the flow <==
stage	logic (mW)	registers, mW	clock network, mW
4_1_cts	0.139	0.904	0.766
6_report	0.137	0.904	0.744
5_1_grt	0.150	0.906	0.809
==> final cells by class <==
| type | instances | share of cell area (%) |
|---|---|---|
| clock buffers | 10 | 3.31 |
| well taps | 96 | 2.89 |
| inverters | 3 | 0.271 |
| multi-input cells | 169 | 28.6 |
| clock inverters | 5 | 1.90 |
| flip-flops and latches | 74 | 37.4 |
| repair buffers | 108 | 25.7 |
==> worst min path at each step <==
stage / end / depth (start not counted) / start / slack (ns)
after CTS: wbc_dat_o[19] / 1 / tim_rfc[1] / 0.49
after global routing: wbc_dat_o[19] / 1 / tim_rfc[1] / 0.51
final: wbc_dat_o[19] / 1 / tim_rfc[1] / 0.49
==> sequential cells by signal, indices dropped and copies added (netlist names) <==
register     count
tim_cas          1
idelay_rst       1
sdram_we_n       1
tim_refi        11
sdram_cs_n       1
sdram_adr       13
tim_rp           3
sdram_ras_n      1
tim_rfc          4
idelay_ce        1
tim_rcd          3
bypass           1
tim_wr           2
sdram_cke        1
sdram_rst        1
wbc_dat_o       24
sdram_ba         2
idelay_inc       1
wbc_ack_o        1
sdram_cas_n      1
==> per-layer routing <==
layer,vias to the layer above,share of wire (%),global-route usage (%)
met5,-,0,0
met4,0,1.2,2.12
met3,7,6.0,4.15
met2,67,46,27.3
met1,965,47,25.1
li1,1059,-,-
Power and IR drop assume default switching activity.
