[/design/flow/config.mk]
export PLATFORM = sky130hd
export DESIGN_NAME = hpdmc_mgmt
export DESIGN_NICKNAME = hpdmc_mgmt
export VERILOG_FILES = /design/flow/design.v
export SDC_FILE = /design/flow/constraint.sdc
export NUM_CORES = 4
export LEC_CHECK = 1
export CORE_UTILIZATION = 40
[/design/flow/constraint.sdc]
current_design hpdmc_mgmt

set clk_period 8.3
set clk_io_pct 0.2

create_clock -name clk0 -period $clk_period [get_ports {sys_clk}]

set non_clock_inputs [all_inputs -no_clocks]
set_input_delay [expr $clk_period * $clk_io_pct] -clock clk0 $non_clock_inputs
set_output_delay [expr $clk_period * $clk_io_pct] -clock clk0 [all_outputs]
[/design/flow/design.v]
module hpdmc_mgmt #(
	parameter sdram_depth = 26,
	parameter sdram_columndepth = 8
) (
	input sys_clk,
	input sdram_rst,
	input [2:0] tim_rp,
	input [2:0] tim_rcd,
	input [10:0] tim_refi,
	input [3:0] tim_rfc,
	input stb,
	input we,
	input [sdram_depth-3-1:0] address,  
	output reg ack,
	output reg read,
	output reg write,
	output [3:0] concerned_bank,
	input read_safe,
	input write_safe,
	input [3:0] precharge_safe,
	output sdram_cs_n,
	output sdram_we_n,
	output sdram_cas_n,
	output sdram_ras_n,
	output [12:0] sdram_adr,
	output [1:0] sdram_ba
);
parameter rowdepth = sdram_depth-2-1-(sdram_columndepth+2)+1;
wire [sdram_depth-2-1:0] address32 = {address, 1'b0};
wire [sdram_columndepth-1:0] col_address = address32[sdram_columndepth-1:0];
wire [1:0] bank_address = address32[sdram_columndepth+1:sdram_columndepth];
wire [rowdepth-1:0] row_address = address32[sdram_depth-2-1:sdram_columndepth+2];
reg [3:0] bank_address_onehot;
always @(*) begin
	case(bank_address)
		2'b00: bank_address_onehot <= 4'b0001;
		2'b01: bank_address_onehot <= 4'b0010;
		2'b10: bank_address_onehot <= 4'b0100;
		2'b11: bank_address_onehot <= 4'b1000;
	endcase
end
reg [3:0] has_openrow;
reg [rowdepth-1:0] openrows[0:3];
reg [3:0] track_close;
reg [3:0] track_open;
always @(posedge sys_clk) begin
	if(sdram_rst) begin
		has_openrow = 4'h0;
	end else begin
		has_openrow = (has_openrow | track_open) & ~track_close;
		if(track_open[0]) openrows[0] <= row_address;
		if(track_open[1]) openrows[1] <= row_address;
		if(track_open[2]) openrows[2] <= row_address;
 		if(track_open[3]) openrows[3] <= row_address;
	end
end
assign concerned_bank = bank_address_onehot;
wire current_precharge_safe =
	 (precharge_safe[0] | ~bank_address_onehot[0])
	&(precharge_safe[1] | ~bank_address_onehot[1])
	&(precharge_safe[2] | ~bank_address_onehot[2])
	&(precharge_safe[3] | ~bank_address_onehot[3]);
wire bank_open = has_openrow[bank_address];
wire page_hit = bank_open & (openrows[bank_address] == row_address);
reg sdram_adr_loadrow;
reg sdram_adr_loadcol;
reg sdram_adr_loadA10;
assign sdram_adr =
	 ({13{sdram_adr_loadrow}}	& row_address)
	|({13{sdram_adr_loadcol}}	& col_address)
	|({13{sdram_adr_loadA10}}	& 13'd1024);
assign sdram_ba = bank_address;
reg sdram_cs;
reg sdram_we;
reg sdram_cas;
reg sdram_ras;
assign sdram_cs_n = ~sdram_cs;
assign sdram_we_n = ~sdram_we;
assign sdram_cas_n = ~sdram_cas;
assign sdram_ras_n = ~sdram_ras;
reg [2:0] precharge_counter;
reg reload_precharge_counter;
wire precharge_done = (precharge_counter == 3'd0);
always @(posedge sys_clk) begin
	if(reload_precharge_counter)
		precharge_counter <= tim_rp;
	else if(~precharge_done)
		precharge_counter <= precharge_counter - 3'd1;
end
reg [2:0] activate_counter;
reg reload_activate_counter;
wire activate_done = (activate_counter == 3'd0);
always @(posedge sys_clk) begin
	if(reload_activate_counter)
		activate_counter <= tim_rcd;
	else if(~activate_done)
		activate_counter <= activate_counter - 3'd1;
end
reg [10:0] refresh_counter;
reg reload_refresh_counter;
wire must_refresh = refresh_counter == 11'd0;
always @(posedge sys_clk) begin
	if(sdram_rst)
		refresh_counter <= 11'd0;
	else begin
		if(reload_refresh_counter)
			refresh_counter <= tim_refi;
		else if(~must_refresh)
			refresh_counter <= refresh_counter - 11'd1;
	end
end
reg [3:0] autorefresh_counter;
reg reload_autorefresh_counter;
wire autorefresh_done = (autorefresh_counter == 4'd0);
always @(posedge sys_clk) begin
	if(reload_autorefresh_counter)
		autorefresh_counter <= tim_rfc;
	else if(~autorefresh_done)
		autorefresh_counter <= autorefresh_counter - 4'd1;
end
reg [3:0] state;
reg [3:0] next_state;
parameter IDLE			= 4'd0;
parameter ACTIVATE		= 4'd1;
parameter READ			= 4'd2;
parameter WRITE			= 4'd3;
parameter PRECHARGEALL		= 4'd4;
parameter AUTOREFRESH		= 4'd5;
parameter AUTOREFRESH_WAIT	= 4'd6;
always @(posedge sys_clk) begin
	if(sdram_rst)
		state <= IDLE;
	else begin
		state <= next_state;
	end
end
always @(*) begin
	next_state = state;
	reload_precharge_counter = 1'b0;
	reload_activate_counter = 1'b0;
	reload_refresh_counter = 1'b0;
	reload_autorefresh_counter = 1'b0;
	sdram_cs = 1'b0;
	sdram_we = 1'b0;
	sdram_cas = 1'b0;
	sdram_ras = 1'b0;
	sdram_adr_loadrow = 1'b0;
	sdram_adr_loadcol = 1'b0;
	sdram_adr_loadA10 = 1'b0;
	track_close = 4'b0000;
	track_open = 4'b0000;
	read = 1'b0;
	write = 1'b0;
	ack = 1'b0;
	case(state)
		IDLE: begin
			if(must_refresh)
				next_state = PRECHARGEALL;
			else begin
				if(stb) begin
					if(page_hit) begin
						if(we) begin
							if(write_safe) begin
								sdram_cs = 1'b1;
								sdram_ras = 1'b0;
								sdram_cas = 1'b1;
								sdram_we = 1'b1;
								sdram_adr_loadcol = 1'b1;
								write = 1'b1;
								ack = 1'b1;
							end
						end else begin
							if(read_safe) begin
								sdram_cs = 1'b1;
								sdram_ras = 1'b0;
								sdram_cas = 1'b1;
								sdram_we = 1'b0;
								sdram_adr_loadcol = 1'b1;
								read = 1'b1;
								ack = 1'b1;
							end
						end
					end else begin
						if(bank_open) begin
							if(current_precharge_safe) begin
								sdram_cs = 1'b1;
								sdram_ras = 1'b1;
								sdram_cas = 1'b0;
								sdram_we = 1'b1;
								track_close = bank_address_onehot;
								reload_precharge_counter = 1'b1;
								next_state = ACTIVATE;
							end
						end else begin
							sdram_cs = 1'b1;
							sdram_ras = 1'b1;
							sdram_cas = 1'b0;
							sdram_we = 1'b0;
							sdram_adr_loadrow = 1'b1;
							track_open = bank_address_onehot;
							reload_activate_counter = 1'b1;
							if(we)
								next_state = WRITE;
							else
								next_state = READ;
						end
					end
				end
			end
		end
		ACTIVATE: begin
			if(precharge_done) begin
				sdram_cs = 1'b1;
				sdram_ras = 1'b1;
				sdram_cas = 1'b0;
				sdram_we = 1'b0;
				sdram_adr_loadrow = 1'b1;
				track_open = bank_address_onehot;
				reload_activate_counter = 1'b1;
				if(we)
					next_state = WRITE;
				else
					next_state = READ;
			end
		end
		READ: begin
			if(activate_done) begin
				if(read_safe) begin
					sdram_cs = 1'b1;
					sdram_ras = 1'b0;
					sdram_cas = 1'b1;
					sdram_we = 1'b0;
					sdram_adr_loadcol = 1'b1;
					read = 1'b1;
					ack = 1'b1;
					next_state = IDLE;
				end
			end
		end
		WRITE: begin
			if(activate_done) begin
				if(write_safe) begin
					sdram_cs = 1'b1;
					sdram_ras = 1'b0;
					sdram_cas = 1'b1;
					sdram_we = 1'b1;
					sdram_adr_loadcol = 1'b1;
					write = 1'b1;
					ack = 1'b1;
					next_state = IDLE;
				end
			end
		end
		PRECHARGEALL: begin
			if(precharge_safe == 4'b1111) begin
				sdram_cs = 1'b1;
				sdram_ras = 1'b1;
				sdram_cas = 1'b0;
				sdram_we = 1'b1;
				sdram_adr_loadA10 = 1'b1;
				reload_precharge_counter = 1'b1;
				track_close = 4'b1111;
				next_state = AUTOREFRESH;
			end
		end
		AUTOREFRESH: begin
			if(precharge_done) begin
				sdram_cs = 1'b1;
				sdram_ras = 1'b1;
				sdram_cas = 1'b1;
				sdram_we = 1'b0;
				reload_refresh_counter = 1'b1;
				reload_autorefresh_counter = 1'b1;
				next_state = AUTOREFRESH_WAIT;
			end
		end
		AUTOREFRESH_WAIT: begin
			if(autorefresh_done)
				next_state = IDLE;
		end
	endcase
end
endmodule
[/design/flow/run.sh]
#!/bin/bash
# OpenROAD 26Q1-2900-gdf79404cd8, Yosys 0.63+post, stock flow scripts
make -C /OpenROAD-flow-scripts/flow DESIGN_CONFIG=/design/flow/config.mk WORK_HOME=/design/flow/orfs finish
==> results.json <==
{
  "grt_start_max_net_pins": 25,
  "synth_area_sq_um": 4100,
  "cts_tree": "yes",
  "dp.final_hpwl_mm": 6.15,
  "r2r_slack_ns": 5.13,
  "p_sw_mw": 0.359,
  "drc": 0,
  "top_cell": "edfxtp_1",
  "place_inst": 525,
  "cts_buffer_depth": 2,
  "die_area_sq_um": 10700,
  "die_w_um": 103,
  "finalSetupTns_ns": 0,
  "cts_root_buf": "clkbuf_8",
  "syn_avg_cell_area_sq_um": 12.8,
  "core-area_sq_um": 9860,
  "hp-class": "reg -> reg",
  "htree_levels": 3,
  "routabilityCongestion": 0.804,
  "fin_crit_ns": 7.00,
  "slew_headroom": 0.434,
  "initialDrtViolationCount": 65,
  "cts.clk_slew.worst_paths_ns": 0.09,
  "row_count": 36,
  "top_area_cell": "edfxtp_1",
  "slew_viol_final": 0,
  "clk_latency_ns": 0.35,
  "rsz0062_at_grt": "no",
  "ff_type": "edfxtp_1",
  "yosys_area_sq_um": 4100,
  "combPwrFrac": 0.288,
  "num_vias": 2779,
  "wl_mm": 8.71,
  "warnings": 27,
  "critPathMaxFanout": 14,
  "synth-cells-yosys": 319,
  "fin_cells": 541,
  "post_cts_buffers": 0,
  "top_cell_area_share": 0.484,
  "cts-buffers-inserted": 9,
  "async_flop_share": 0,
  "postSynthSeqShare": 0.591,
  "grt_pass1_wl_mm": 13.8,
  "die_h_um": 103,
  "fin_crit_sh": 0.843,
  "first_pass_iters": 4,
  "skew_ns": 0.0173,
  "postCtsHoldBufs": 0,
  "synth_flops": 88,
  "setup_viol": 0,
  "io-pin-count": 80,
  "via_per_inst": 5.14,
  "cts_resized": 0,
  "p_sw_frac": 0.291,
  "intPower_mw": 0.877,
  "crit_arrival_ns": 5.34,
  "clkPwrFrac": 0.242,
  "power.density_nw_per_um2": 235,
  "grt_pass1_vias": 2721,
  "ys_top_cells_by_count": "edfxtp_1, nand2_1, nor2_1, dfxtp_1, xnor2_1",
  "hold_viol": 0,
  "power_mw": 1.24,
  "status": "complete, no violations",
  "area_growth_pct": 28.2,
  "antenna_found_initial": 0,
  "ir_worst_vdd_mv": 0.117,
  "routedWlPerCell_um": 16.1,
  "holdWs_ns": 0.476,
  "synth.distinct_cells": 43,
  "diodes": 0,
  "cp-start-kind": "input port",
  "track_usage": 0.185,
  "yosysWarnings": 2,
  "tightest_slew_ns": 0.838,
  "max_freq_ghz": 0.143,
  "drive_gt1_frac": 0.110,
  "p_leak_nw": 1.80,
  "clock-sinks": 88,
  "portBuffers": 79,
  "edf_count": 66,
  "end_kind": "output port",
  "syn-instance-count": 319,
  "cap_viol_max_count": 0,
  "initial_core_util": 0.415,
  "grt_overflow": 0,
  "p_seq_frac": 0.470,
  "cp_data_required_time_ns": 6.64,
  "area_leaders": "edfxtp_1, dfxtp_1, mux4_2",
  "worstSetupPathType": "in -> out",
  "antenna_left": 0
}
flip-flops by register name (all words and copies together), names as in the netlist:
name	flops
openrows	56
refresh_counter	11
state	7
autorefresh_counter	4
has_openrow	4
activate_counter	3
precharge_counter	3
cell families after synthesis:
family                     count (synthesis)  synth area share
adders and majority gates                  6            0.0183
DFF                                       88             0.591
muxes                                     19            0.0959
and+or+nand+nor                           96             0.118
buffers and inverters                     28            0.0287
xor gates and xnor gates                  25            0.0534
AOI/OAI and AO/OA                         57            0.0941
worst paths after layout:
path,startpoint,endpoint,cells after the start
worst min register to register,refresh_counter[10]$_SDFFE_PP0P_,refresh_counter[10]$_SDFFE_PP0P_,2
worst max-delay path,address[7],sdram_adr[6],9
worst max register to register,refresh_counter[7]$_SDFFE_PP0P_,openrows[3][3]$_DFFE_PP_,6
worst min-delay path,refresh_counter[10]$_SDFFE_PP0P_,refresh_counter[10]$_SDFFE_PP0P_,2
power by group through the flow:
| stage | registers, mW | clock network (mW) | logic (mW) |
|---|---|---|---|
| 4_1_cts | 0.581 | 0.307 | 0.361 |
| 5_1_grt | 0.589 | 0.325 | 0.400 |
| 6_report | 0.581 | 0.299 | 0.356 |
critical path, stage by stage:
cell             delay (ns)
clkdlybuf4s50_1        0.76
buf_4                  0.35
mux4_2                 0.54
xnor2_1                0.18
nand4_1                0.21
or4_4                  0.60
o21ai_4                0.38
a22o_1                 0.19
clkdlybuf4s50_1        0.46
layout make-up:
| class | instances | area [sq um] |
|---|---|---|
| clock buffer | 9 | 124 |
| clock inverter | 7 | 76.3 |
| fill | 814 | 4610 |
| inverter | 14 | 52.6 |
| multi-input combinational | 203 | 1560 |
| sequential | 88 | 2420 |
| tap | 133 | 166 |
| timing repair buffer | 87 | 851 |
cell usage in the layout, fill, tap and decap left out, types with 4 or more instances in the layout:
cell type	Yosys	layout
dfxtp_1	22	22
and2_1	9	9
xnor2_1	20	20
a211oi_1	9	9
nand2_1	23	23
and3_1	4	4
nor2b_1	5	5
edfxtp_1	66	66
mux4_2	16	16
ha_1	6	6
clkbuf_8	0	9
buf_4	3	8
o21ai_0	10	10
xor2_1	5	5
nand4_1	4	4
nor3_1	7	7
nand2b_1	5	5
inv_1	14	14
nand3_1	5	5
a21oi_1	14	14
or4_1	4	4
nor2_1	23	23
a22oi_1	4	4
a22o_1	8	8
clkdlybuf4s50_1	0	79
per-layer routing:
metal / global-route usage / vias to the layer above / share of wire
met5: 0 / - / 0
met3: 0.0827 / 4 / 0.076
met4: 0.0173 / 0 / 0.0061
met2: 0.266 / 106 / 0.45
li1: - / 1368 / -
met1: 0.293 / 1301 / 0.47
stage by stage:
stage	util	instance area (sq um)	setup WS (ns)
after floorplan	-	4100	3.08
after global placement	0.512	5050	1.28
after detailed placement	0.512	5050	1.24
after CTS	0.533	5250	1.21
after global routing	0.533	5250	1.04
final	0.533	5250	1.30
No activity file was given, so power comes from the tool's default toggle rates.
